## design/flow/config.mk

```make
export PLATFORM = sky130hd
export DESIGN_NAME = mag_comp
export DESIGN_NICKNAME = mag_comp
export VERILOG_FILES = /design/flow/design.v
export SDC_FILE = /design/flow/constraint.sdc
export NUM_CORES = 4
export LEC_CHECK = 1
export CORE_AREA = 10 10 70 70
export DIE_AREA = 0 0 80 80
```

## design/flow/constraint.sdc

```tcl
current_design mag_comp

set clk_period 2.2
set clk_io_pct 0.2

create_clock -name clk0 -period $clk_period

set non_clock_inputs [all_inputs -no_clocks]
set_input_delay [expr $clk_period * $clk_io_pct] -clock clk0 $non_clock_inputs
set_output_delay [expr $clk_period * $clk_io_pct] -clock clk0 [all_outputs]
```

## design/flow/design.v

```verilog
module mag_comp (A,B,ALTB,AGTB,AEQB);
input [3:0] A,B;
output ALTB,AGTB,AEQB;
assign ALTB = (A < B),
AGTB = (A > B),
AEQB = (A == B);
endmodule
```

## design/flow/run.sh

```bash
#!/bin/bash
# OpenROAD 26Q1-2900-gdf79404cd8, Yosys 0.63+post, stock flow scripts
make -C /OpenROAD-flow-scripts/flow DESIGN_CONFIG=/design/flow/config.mk WORK_HOME=/design/flow/orfs finish
```

==> flow_metrics.py <==
# Synthesis and PnR figures
metrics = {
    "outcome": {
        "outcome": "completed",
    },
    "placed_design": {
        "gp_congestion": 0.619,
        "io_buffer_count": 11,
        "pre_cts_ws_ns": -0.357,
    },
    "min_path": {
        "hold_depth": 5,
        "hold_path_class": "primary input to primary output",
    },
    "setup_path": {
        "criticalPathCategory": "primary input to primary output",
        "required_ns": 1.76,
        "endpoint_kind": "primary output",
        "cp_max_fo": 2,
        "arrival_ns": 1.67,
        "cp-start-kind": "primary input",
    },
    "pwr": {
        "power_density_nw_per_um2": 180,
        "power_frac_seq": 0,
        "finalPower_uw": 62.5,
        "intPower_uw": 40.2,
        "switchingPower_uw": 22.3,
        "irDropWorstVdd_mv": 0.0215,
        "clkPwrFrac": 0,
        "power_leakage_nw": 0.154,
        "sw_frac_of_total": 0.357,
        "pwr-share-comb": 1.000,
    },
    "timing": {
        "timing.fmax_mhz": 473,
        "post-route-period-util": 0.961,
        "fin_ws_ns": 0.0850,
        "period_minus_slack_ns": 2.11,
        "maxSlewViolCount": 0,
        "hold_viol": 0,
        "setup_violations": 0,
        "max_slew_margin": 0.905,
        "tightest_slew_ns": 0.143,
        "hold_ws_ns": 1.42,
        "rsz0062_at_grt": "false",
    },
    "routing": {
        "dr.pass1.iters": 1,
        "ant_nets": 0,
        "num_vias": 157,
        "drt_wl_total_um": 542,
        "avgRoutedWirePerCell_um": 7.13,
        "via_per_inst": 2.07,
        "drt_iter0_markers": 0,
        "drc": 0,
        "antennaDiodeCount": 0,
    },
    "logic_synthesis": {
        "yosysWarnings": 0,
        "yosysChipArea_um2": 129,
        "synthDistinctLibCells": 9,
        "synth_cells": 16,
        "avgSynthCellArea_um2": 8.05,
        "netlist_area_um2": 129,
        "ys_cells": 16,
        "ys_seq_frac": 0,
    },
    "job": {
        "warnings": 32,
        "maxCapViolations": 0,
    },
    "global_routing": {
        "antenna_found_initial": 0,
        "grt.total_usage": 0.0164,
        "grt_pass1_vias": 182,
        "gr-total-overflow": 0,
        "grt_pass1_wl_um": 841,
        "grt_start_max_net_pins": 3,
    },
    "floorplan": {
        "ioPinCount": 11,
        "core_area_um2": 3420,
        "die_width_um": 80,
        "die_h_um": 80,
        "rows": 21,
        "fp_util": 0.0377,
        "chipArea_um2": 6400,
    },
    "cells_and_area": {
        "drive_gt1_frac": 0.533,
        "seq_cell_count": 0,
        "clockBufferCount": 0,
        "layout_top_cell": "dlygate4sd2_1",
        "final_cell_mix": "dlygate4sd2_1 (7), buf_4 (3)",
        "flop_area_um2": 0,
        "fill_cells": 402,
        "area_growth_pct": 169,
    },
}
[cells in the mapped netlist]
library cell	instances	area share
inv_1	4	0.12
ha_1	4	0.39
o21bai_4	1	0.15
a21oi_2	1	0.068
a21oi_1	1	0.039
nor2b_4	1	0.11
and2_1	1	0.049
nor2_1	1	0.029
nand2_1	2	0.058
[cells by family (layout without fill, tap and decap cells)]
family / count (synthesis) / count (layout) / synth area share
AND-OR/OR-AND: 3 / 3 / 0.252
adder cells (fa/ha/maj): 4 / 4 / 0.388
buffers and inverters: 4 / 18 / 0.116
AND/OR/NAND/NOR: 5 / 5 / 0.243
[critical path, cell delays in order]
cell and delay, ns:
clkdlybuf4s50_1 0.46, inv_1 0.04, ha_2 0.18, nor2b_4 0.12, o21bai_4 0.06, and2_4 0.13
dlygate4sd2_1 0.23
[worst paths after layout]
check | startpoint | end
setup / recovery | A[0] | ALTB
hold / removal | A[2] | AGTB
[metrics by stage]
stage	cells	utilization	instance area (um2)	TNS, ns
3_3_place_gp	73	0.0868	297	-0.868
4_1_cts	76	0.100	342	0
3_5_place_dp	73	0.0868	297	-0.946
6_report	76	0.101	347	0
5_1_grt	76	0.101	347	0
2_1_floorplan	16	-	129	0
[routing by layer]
metal  global-route usage  share of wire
met4                    0              0
met2               0.0289           0.46
met3               0.0114           0.19
met5                    0              0
met1               0.0165           0.34
[power groups by stage]
stage / combinational [mW] / sequential [mW] / clock (mW)
6_report: 0.0625 / 0 / 0
5_1_grt: 0.0704 / 0 / 0
4_1_cts: 0.0627 / 0 / 0
[cell type report]
type / count / area (um2) / area share
Inverter: 4 / 15.0 / 0.0433
Timing Repair Buffer: 14 / 121 / 0.350
Multi-Input combinational cell: 12 / 153 / 0.440
Tap cell: 46 / 57.6 / 0.166
[what timing repair did]
| item | CTS | global route |
|---|---|---|
| resized | 18 | 2 |
| setup buffers | 3 | 0 |
| endpoints found under the setup margin | 3 | 2 |
| pin swaps | 4 | 3 |
| hold buffers | 0 | 0 |
Power figures rest on the tool's default switching activity, not on a simulated workload.
